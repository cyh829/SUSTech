## flow/run.sh

```bash
#!/bin/bash
# OpenROAD 26Q1-2900-gdf79404cd8, Yosys 0.63+post, stock flow scripts
make -C /OpenROAD-flow-scripts/flow DESIGN_CONFIG=/design/flow/config.mk WORK_HOME=/design/flow/orfs finish
```

## flow/config.mk

```make
export PLATFORM = sky130hd
export DESIGN_NAME = FPU
export DESIGN_NICKNAME = FPU
export VERILOG_FILES = /design/flow/design.v
export SDC_FILE = /design/flow/constraint.sdc
export NUM_CORES = 4
export LEC_CHECK = 1
export CORE_UTILIZATION = 50
```

## flow/constraint.sdc

```tcl
current_design FPU

set clk_period 20.8
set clk_io_pct 0.2

create_clock -name clk0 -period $clk_period [get_ports {CLK}]

set non_clock_inputs [all_inputs -no_clocks]
set_input_delay [expr $clk_period * $clk_io_pct] -clock clk0 $non_clock_inputs
set_output_delay [expr $clk_period * $clk_io_pct] -clock clk0 [all_outputs]
```

## flow/design.v

```verilog
`timescale 1ns / 1ps
module FPU(
    input CLK,
    input Reset,
    input [31:0]NumA,
    input [31:0]NumB,
    input StartF, 
    input FPUOp,
    output [31:0] Result,
    output Fneedstall
    );
    reg[31:0]R_Result;
    wire [31:0] add_result,mul_result;
    wire underflow,overflow;
    wire valid;
assign Result = R_Result;
assign Fneedstall = R_Fneedstall && StartF; 
reg R_Fneedstall=0;
always @(posedge CLK or posedge Reset ) begin
    if (Reset) begin
        R_Result <= 0;
    end
    else begin
        if (FPUOp) begin 
            R_Result <= mul_result;
            R_Fneedstall <= 0;
        end
        else begin 
            if (valid) begin
                R_Result <= add_result;
                R_Fneedstall <= 0;
            end
            else begin 
                R_Fneedstall <= 1;
            end
        end
    end
end
wire[31:0]operand_1,operand_2,Sum,input_a,input_b,product;
wire clk;
assign operand_1 = NumA;
assign operand_2 = NumB;
assign input_a = NumA;
assign input_b = NumB;
assign clk = CLK;
assign add_result = Sum;
assign mul_result = product;
adder adder1(.operand_1(operand_1),.operand_2(operand_2),.clk(clk),.StartF(StartF),.Sum(Sum),.valid(valid));
multiplier multiplier1(.input_a(input_a), .input_b(input_b), .product(product), .underflow(underflow), .overflow(overflow));
endmodule
module adder(operand_1,operand_2,clk,StartF,Sum,valid);
input [31:0] operand_1;
input [31:0] operand_2;
input [0:0] clk;
input StartF;
output [31:0] Sum;
output reg valid=0;
reg [31:0] sum=0;
wire reset;
reg [7:0] exponent_1, exponent_2;
reg [23:0] mantissa_1, mantissa_2;
reg [7:0] new_exponent;
wire [7:0] exponent_final;
wire [23:0] mantissa_final;
reg [24:0] mantissa_sum;
reg [23:0] shifted_mantissa_1,shifted_mantissa_2;
wire [23:0] cas_shifted_mantissa_1,cas_shifted_mantissa_2;
wire [24:0] add_mantissa_sum;
reg [7:0] tmp_new_exponent;
wire [7:0] add_new_exponent;
wire [7:0] cas_new_exponent;
wire overflow;
assign overflow = (exponent_1[7]&&exponent_2[7])& ~ exponent_final[7];
assign underflow = (~exponent_1[7] & ~exponent_2[7] & exponent_final[7]); 
wire[7:0]error_check_exponent;
assign error_check_exponent = underflow ? (overflow ? exponent_final : 8'b0) : (overflow ? 8'b11111111 : exponent_final);
reg busy_1=0;
reg busy_2=0;
reg busy_3=0;
reg [31:0]operand_1_s,operand_2_s;
reg [31:0]sum_s = 0;
always @(posedge clk ) begin
    if (StartF) begin
        operand_1_s <= operand_1;
        operand_2_s <= operand_2;
        sum_s <= sum;
    if ((operand_1!=operand_1_s)||(operand_2!=operand_2_s)) begin
        valid<=0;
    end
    if (sum!=sum_s) begin
        valid<=1;
    end
    end
end
compandshift cas(mantissa_1,mantissa_2,exponent_1,exponent_2,clk,reset,cas_shifted_mantissa_1,cas_shifted_mantissa_2,cas_new_exponent,done_1);
addition add(shifted_mantissa_1,shifted_mantissa_2,tmp_new_exponent,clk,reset,add_mantissa_sum,add_new_exponent,done_2); 
normalisation normalise(mantissa_sum,new_exponent,clk,reset,mantissa_final,exponent_final,done_3);
always @(posedge clk)
begin
    if (StartF) begin
        if(busy_1==0)
        begin
            exponent_1<=operand_1[30:23];
            exponent_2<=operand_2[30:23];
            mantissa_1<={1'b1,operand_1[22:0]};
            mantissa_2<={1'b1,operand_2[22:0]};
            busy_1<=1;    
        end
        else if (done_1==1 && busy_2==0)
        begin
            shifted_mantissa_1<=cas_shifted_mantissa_1;
            shifted_mantissa_2<=cas_shifted_mantissa_2;
            tmp_new_exponent<=cas_new_exponent;
            busy_1<=0;
            busy_2<=1;
        end
        else if(done_2==1 && busy_3==0)
        begin
            mantissa_sum <= add_mantissa_sum;
            new_exponent <= add_new_exponent;
            busy_2<=0;
            busy_3<=1;
        end
        else if(done_3==1)
        begin
            sum<={operand_1[31],exponent_final,mantissa_final[22:0]};
            busy_3<=0;
        end
    end
end
assign Sum = {operand_1[31],error_check_exponent,mantissa_final[22:0]} ; 
endmodule
module compandshift(cas_mantissa_1,cas_mantissa_2,cas_exponent_1,cas_exponent_2,clk,reset,cas_shifted_mantissa_1,cas_shifted_mantissa_2,cas_new_exponent,done_1);
input [23:0] cas_mantissa_1, cas_mantissa_2;
input [7:0] cas_exponent_1, cas_exponent_2;
input clk,reset;
output reg [23:0] cas_shifted_mantissa_1,cas_shifted_mantissa_2;
output reg [7:0] cas_new_exponent;
output reg done_1=0;
reg [7:0] diff; 
always @(posedge clk)
begin
    if(cas_exponent_1 == cas_exponent_2)
    begin
        cas_shifted_mantissa_1<=cas_mantissa_1;
        cas_shifted_mantissa_2<=cas_mantissa_2;
        cas_new_exponent<=cas_exponent_1+1'b1;
        done_1<=1;
    end
    else if(cas_exponent_1>cas_exponent_2)
    begin
        diff=cas_exponent_1-cas_exponent_2;
        cas_shifted_mantissa_1<=cas_mantissa_1;
        cas_shifted_mantissa_2<=(cas_mantissa_2>>diff);
        cas_new_exponent<=cas_exponent_1+1'b1;
        done_1<=1;
    end
    else if(cas_exponent_2>cas_exponent_1)
    begin
        diff=cas_exponent_2-cas_exponent_1;
        cas_shifted_mantissa_2<=cas_mantissa_2;
        cas_shifted_mantissa_1<=(cas_mantissa_1>>diff);
        cas_new_exponent<=cas_exponent_2+1'b1;
        done_1<=1;
    end
end
endmodule
module addition(shifted_mantissa_1,shifted_mantissa_2,tmp_new_exponent,clk,reset,mantissa_sum,add_new_exponent,done_2);
input [23:0] shifted_mantissa_1;
input [23:0] shifted_mantissa_2;
input [7:0] tmp_new_exponent;
input clk,reset;
output reg [24:0] mantissa_sum;
output reg done_2=0;
output reg [7:0] add_new_exponent;
always @(posedge clk)
begin
    mantissa_sum<=shifted_mantissa_1+shifted_mantissa_2;
    add_new_exponent<=tmp_new_exponent;
    if(mantissa_sum==(shifted_mantissa_1+shifted_mantissa_2))
    begin
        done_2<=1;
    end
end 
endmodule
module normalisation(mantissa_sum,new_exponent,clk,reset,mantissa_final,exponent_final,done_3);
input [24:0] mantissa_sum;
input [7:0] new_exponent;
input clk,reset;
output reg [23:0] mantissa_final;
output reg [7:0] exponent_final;
output reg done_3=0;
reg rst=0;
always @(posedge clk)
begin
    if(rst==0)
    begin
        mantissa_final<=mantissa_sum[24:1];
        exponent_final<=new_exponent;
        if(mantissa_final==mantissa_sum[24:1])
        begin
            rst<=1;
        end
    end
    else begin
        repeat(24) begin
            if(mantissa_final[23]==0)
            begin
                mantissa_final<=(mantissa_final<<1'b1);
                exponent_final<=exponent_final-1'b1;
            end
            else begin
                done_3<=1;
                rst<=0;
            end
        end
    end
end
endmodule
module multiplier(input_a, input_b, product, underflow, overflow);
  input[31:0] input_a, input_b;
  output underflow, overflow;
  output[31:0] product;
  wire[7:0] exponent_a, exponent_b, exponent_sum, final_exponent, error_check_exponent;
  wire sign_a, sign_b, sign_final, zero_a, zero_b;
  wire[23:0] mantissa_a, mantissa_b; 
  wire[22:0] final_mantissa;
  wire[47:0] mantissa_prod;
  wire[8:0] judge;
  wire toobig;
  assign judge = exponent_a+exponent_b-8'd127;
  assign toobig = (judge>8'd255)?1:0;
  assign zero_a = ~(|input_a);
  assign zero_b = ~(|input_b);
  assign mantissa_a[23] = 1'b1;
  assign mantissa_b[23] = 1'b1;
  assign {sign_a, exponent_a, mantissa_a[22:0]} = input_a;
  assign {sign_b, exponent_b, mantissa_b[22:0]} = input_b;
  assign sign_final = sign_a ^ sign_b;
  assign mantissa_prod = (mantissa_a * mantissa_b) + 1'b1;
  assign exponent_sum = exponent_a + exponent_b - 8'd127;
  assign final_mantissa = mantissa_prod[47] ? mantissa_prod[47:24] : mantissa_prod[46:23] + 1'b1;
  assign final_exponent = mantissa_prod[47] ? exponent_sum + 1 : exponent_sum;
  assign overflow = ((exponent_a[7] & exponent_b[7]) & ~final_exponent[7])||toobig;
  assign underflow = (~exponent_b[7] & ~exponent_a[7] & final_exponent[7]);
  assign error_check_exponent = underflow ? (overflow ? final_exponent : 8'b0) : (overflow ? 8'b11111111 : final_exponent);
  assign product = (zero_a | zero_b) ? 32'b0 : {sign_final, error_check_exponent, final_mantissa};
endmodule 
```

==> flow_summary.toml <==
# generated from flow reports
[outcome]
outcome = "completed"

[hold_path]
hold_class = "reg2reg"

[placement]
gp_congestion = 0.978
dp.cells = 5027
dpl_cell_area_mm2 = 0.0433
dp_hpwl_um = 91000
port_buffers = 100

[sta]
worst_pin_slew_ps = 897
hold_violations = 0
rsz0062_at_grt = "false"
finalMaxSlewViolations = 0
fin_crit_sh_pct = 60.4
skew_ps = 35.1
finalCriticalPeriod_ps = 12570
maxSlewHeadroom_pct = 39.4
fin_setup_tns_ps = 0
fmax_ghz = 0.0795
setup_viol = 0

[clock_network]
cts_hold_buf = 0
cts_sinks = 440
root_buffer = "clkbuf_16"
clock.latency.late_pin_ps = 600
cts_inserted_buffers = 48
cts-resized-gates = 0
cts_tree = "yes"
cts-htree-levels = 2
clk_path_buf_depth = 3
path_clk_slew_ps = 60
post_cts_buffers = 0

[yosys]
synth_top_area_share_pct = 27.3
async_reset_ff_share_pct = 7.27
top_cells_by_area = "edfxtp_1 27%, fa_1 24%, ha_1 7.2%"
top_cells_by_count = "663 x inv_1, 485 x fa_1, 425 x nand2_1"
synth-edff-count = 372
ys.flops = 440
yosysWarningCount = 9
ys.flop_type = "edfxtp_1"
synth.most_common_cell = "inv_1"
syn-cell-area_mm2 = 0.0410
yosysUniqueCellTypes = 102
yosys_cells = 3964
ys_seq_share_pct = 31.0
top_area_cell = "edfxtp_1"
avgSynthCellArea_um2 = 10.3
synthCells = 3964
ys_chip_area_mm2 = 0.0410

[drt]
vias = 28980
ant_nets = 0
post_drt_wl_per_cell_um = 23.5
drc = 0
totalWireLength_um = 120000
drt_first_pass_iters = 25
drtIter0Drc = 1863
vias_per_cell = 5.66

[worst_setup_path]
critPathCaptureType = "register"
path_common_cell = "fa_1"
slowest_stage = "nor3_1"
worst-setup-path-type = "in2reg"
path_max_fanout = 20
critical_path_arrival_ps = 13080
cpPeakStageDelay_ps = 630
crit_required_ps = 21310
start_kind = "primary input"

[die]
chipArea_mm2 = 0.0831
die_w_um = 288
fp.dieH_um = 288
io_pins = 101
core_mm2 = 0.0808
fp_util_pct = 50.7
fp-row-count = 104

[final_layout]
synthToLayoutAreaGrowth_pct = 9.29
finalNonFillerCells = 5118
final-seq-area_mm2 = 0.0127
logic_area_mm2 = 0.0251
final_area_mm2 = 0.0448
layout-drive-gt1-share_pct = 6.01
num-fill-cells = 7158

[global_route]
grt_overflow_total = 0
antenna_found_initial = 3
grtUsageTotal_pct = 32.3
grt_max_degree = 60
grt_pass1_wl_um = 183000
first_global_vias = 29970

[job]
warnings = 38
cap_viol_max_count = 0
[per-stage QoR]
step / hold WS [ps] / util [%] / worst slack [ps]
floorplan: 323 / - / 9050
global placement: 326 / 53.5 / 7770
detailed placement: 330 / 53.5 / 7730
CTS: 344 / 55.4 / 8360
global route: 346 / 55.4 / 7730
finish: 341 / 55.4 / 8230
[sequential cells by signal (all words and copies together), names as in the netlist, 23 cells and up]
name	count
adder1.mantissa_sum	24
adder1.shifted_mantissa_2	24
adder1.mantissa_2	23
adder1.sum_s	32
adder1.sum	32
adder1.cas.cas_shifted_mantissa_2	24
R_Result	32
adder1.cas.cas_shifted_mantissa_1	24
adder1.operand_1_s	32
adder1.operand_2_s	32
adder1.mantissa_1	23
adder1.add.mantissa_sum	25
adder1.shifted_mantissa_1	24
adder1.normalise.mantissa_final	24
[logic make-up (layout without fill, tap and decap cells)]
group,after synthesis,after routing,synth area share [%]
compound gates,491,491,8.11
xor+xnor,214,214,4.91
fa+ha+maj,722,722,30.9
buf+inv,846,938,7.85
flops,440,440,31.0
mux,101,101,3.20
other cells,1,3,0.00915
simple gates,1149,1149,14.0
[worst max-delay path, delay by kind of cell]
| family | cells | cell delay, ps |
|---|---|---|
| adder cells (fa/ha/maj) | 8 | 3650 |
| AND-OR/OR-AND | 7 | 2060 |
| AND/OR/NAND/NOR | 4 | 1710 |
| buffers and inverters | 7 | 1470 |
[cell type report]
class                      instances  share of cell area, %
tap                             1060                   2.96
inverter                         667                   5.59
clock inverter                    27                  0.511
multi-input combinational       2679                   56.1
clock buffer                      63                   2.90
sequential                       440                   28.3
timing repair buffer             181                   3.59
antenna                            1                0.00559
[placed cells by master (no fill, tap or decap), types with 8 or more instances in the layout]
cell type / netlist / final
ha_1: 237 / 237
xnor2_1: 130 / 128
a211oi_1: 22 / 22
clkinv_2: 0 / 8
a21o_1: 27 / 27
a2111oi_0: 8 / 8
or3_1: 12 / 12
o22ai_1: 17 / 17
and3_1: 24 / 24
and2_1: 249 / 249
mux2_2: 16 / 16
xnor3_1: 8 / 8
nor3_1: 45 / 44
a31oi_1: 16 / 16
mux2i_1: 62 / 61
xor2_1: 73 / 73
nand3_1: 43 / 43
nor2b_1: 27 / 26
fa_1: 485 / 485
or4_1: 11 / 10
clkbuf_1: 151 / 11
dfxtp_1: 36 / 36
dfrtp_1: 32 / 32
a21oi_1: 106 / 106
o211ai_1: 28 / 28
mux4_2: 22 / 22
edfxtp_1: 372 / 372
o31ai_1: 18 / 18
o21ai_0: 112 / 112
o21ai_1: 9 / 9
clkbuf_16: 0 / 48
nand2b_1: 12 / 12
buf_4: 5 / 82
clkdlybuf4s50_1: 0 / 99
inv_1: 663 / 663
o21a_1: 18 / 18
nand4_1: 44 / 44
nand2_1: 425 / 425
nor4_1: 41 / 41
nor2_1: 171 / 170
[routing by layer]
layer,up-vias,track usage (%),wire [µm]
li1,13205,-,-
met1,14387,47.8,48100
met2,1171,48.2,56000
met3,215,12.1,11900
met4,2,8.60,4050
met5,-,0.227,11
[final timing paths]
| check | startpoint | endpoint | slack [ps] | cells after the start |
|---|---|---|---|---|
| setup / recovery | NumB[12] | R_Result[19] | 8230 | 26 |
| hold / removal | adder1.tmp_new_exponent[7] | adder1.add.add_new_exponent[7] | 340 | 0 |
| setup reg to reg | adder1.exponent_1[5] | adder1.cas.cas_shifted_mantissa_1[16] | 15940 | 13 |
| hold reg to reg | adder1.tmp_new_exponent[7] | adder1.add.add_new_exponent[7] | 340 | 0 |
| max in group asynchronous | Reset | R_Result[25] | 16450 | 3 |
| min in group asynchronous | Reset | R_Result[8] | 3970 | 3 |
