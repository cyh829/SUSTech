## flow/design.v

```verilog
module MCycle
  #(parameter width = 32)  
   (
     input CLK,    
     input RESET,  
     input Start,  
     input MCycleOp,  
     input [width-1:0] Operand1,  
     input [width-1:0] Operand2,  
     output [width-1:0] Result,   
     output reg Busy=0  
   );
  localparam IDLE = 1'b0;
  localparam COMPUTING = 1'b1;
  reg state=0, n_state=0; 
  reg done;
  always @(posedge CLK or posedge RESET)
  begin
    if(RESET)
      state <= IDLE;
    else
      state <= n_state;
  end
  always @(*)
  begin
    case(state)
      IDLE:
      begin
        if(Start)
        begin
          n_state = COMPUTING;
          Busy = 1'b1;
        end
        else
        begin
          n_state = IDLE;
          Busy = 1'b0;
        end
      end
      COMPUTING:
      begin
        if(~done)
        begin
          n_state = COMPUTING ;
          Busy = 1'b1 ;
        end
        else
        begin
          n_state = IDLE;
          Busy = 1'b0;
        end
      end
    endcase
  end
  reg [5:0] count = 0 ;  
  reg [2*width-1:0] temp_sum = 0 ;
  reg [width-1:0] subres=0;
  reg sign_extend;
  reg [width-1:0]Operand_reg;
  reg [width-1:0] shifted_op2 = 0 ;
  always @(*) begin
    {sign_extend,subres} = temp_sum[63:32] - Operand2;
  end
  always@(posedge CLK or posedge RESET)
  begin: COMPUTING_PROCESS  
    if( RESET )
    begin
      count <= 0 ;
      temp_sum <= 0;
      Operand_reg <= 0;
      done <= 0;
    end
    else if(state == IDLE)
    begin
      if(n_state == COMPUTING)
      begin
        count <= 0 ;
        temp_sum <= { {width{1'b0}}, Operand1 } ;
        done <= 0;
        Operand_reg <= Operand2;
      end
    end
    else if(n_state == COMPUTING)
    begin
      if( ~MCycleOp ) 
      begin  
        if(count == width-1)
        begin  
          done <= 1'b1 ;
          count <= 0;
        end
        else
        begin
          done <= 1'b0;
          count <= count + 1;
        end
        if(temp_sum[0])begin
          temp_sum <= {1'b0,(Operand_reg + temp_sum[63:32]),temp_sum[31:1]};
        end
        else begin
          temp_sum <= {1'b0,temp_sum[2*width-1 : 1]};
        end
      end
      else
      begin  
             if(count == width) 
             begin  
               done <= 1'b1 ;
               count <= 0;
             end
             else
             begin
               done <= 1'b0;
               count <= count + 1;
             end
            if (sign_extend) begin
              temp_sum <= {temp_sum[62:0],1'b0}; 
            end
            else begin
              temp_sum <= {subres[30:0],temp_sum[31:0],1'b1};
            end
       end
    end
  end
  assign Result = temp_sum[width-1:0];
endmodule
```

## flow/run.sh

```bash
#!/bin/bash
# OpenROAD 26Q1-2900-gdf79404cd8, Yosys 0.63+post, stock flow scripts
make -C /OpenROAD-flow-scripts/flow DESIGN_CONFIG=/design/flow/config.mk WORK_HOME=/design/flow/orfs finish
```

## flow/config.mk

```make
export PLATFORM = sky130hd
export DESIGN_NAME = MCycle
export DESIGN_NICKNAME = MCycle
export VERILOG_FILES = /design/flow/design.v
export SDC_FILE = /design/flow/constraint.sdc
export NUM_CORES = 4
export LEC_CHECK = 1
export CORE_UTILIZATION = 40
```

## flow/constraint.sdc

```tcl
current_design MCycle

set clk_period 11.4
set clk_io_pct 0.2

create_clock -name clk0 -period $clk_period [get_ports {CLK}]

set non_clock_inputs [all_inputs -no_clocks]
set_input_delay [expr $clk_period * $clk_io_pct] -clock clk0 $non_clock_inputs
set_output_delay [expr $clk_period * $clk_io_pct] -clock clk0 [all_outputs]
```

==> changes_impl.md <==
### Metrics

- Outcome: finished clean
- Row Count: 54
- Flop2flop setup slack: 7.77 ns
- Final WL: 24.2 mm
- Mapped Cells: 1,088
- DR pass1 iterations: 5
- Synthesized cell area: 8900 µm²
- Max VDD drop: 127 µV
- Fin area: roughly 10,000 µm²
- TritonCTS Buffers: 9
- Relative slew slack: 38.1%
- Initial antenna violation count: 0
- CTS H-tree lvls: 3
- Post-synthesis cell type count: ~70
- Comb power frac: 64.1%
- Slowest-stage cell, CP: nor2_4
- GPL Wtd Cong: a little under 0.9
- Power Internal: 1.51 mW
- Top cell excl fill/tap: nand2_1
- Post-synth EDFFs: 0
- Top Ports: 101
- Top cells excl fill/tap: nand2_1, o21ai_0, dfrtp_1, clkdlybuf4s50_1, a21oi_1
- Final setup fails: 0
- Yosys chip area: a little under 9000 µm²
- Wire per inst: between 15 and 20 µm
- Fin. Hold Viols: 0
- Log Warnings: 26
- Crit path cell chain: clkdlybuf4s50_1, nor2b_2, nor2_4, inv_1, clkdlybuf4s50_1
- CTS root buffer: clkbuf_16
- Part of the power in registers: 24.7%
- FP Util: 40.8%
- Maximum clock frequency: 156 MHz
- Crit path max fanout: 24
- Total power: slightly below 3 mW
- RSZ-0062 raised after global routing: no
- Cell taking the most area after synthesis: dfrtp_1
- Cells in synth_stat.txt: 1,088
- Setup Crit Path Kind: in2out
- WP data arrival: 4.13 ns
- Switching Power: 1.39 mW
- Async SR Flop Fraction: 100%
- Synth flops: 104
- Vias in the first global route: roughly 7,500
- Layout cells sized above 1: 3.85%
- Total grt overflow: 0
- Slew Viols, Final: 0
- Top cells by area: dfrtp_1, ha_1, o21ai_0
- Static Leak: between 4 and 5 nW
- Setup TNS: 0 ns
- CTS tree: built
- Resized Gates After CTS: 0
- Antenna Cells: 0
- Routed vias/inst: 5.77
- Chip area: 22,800 µm²
- Buffer and inverter count on the worst path: 3
- Gr usage total: 22.6%
- CORE AREA: around 22,000 µm²
- Buffers on Ports: approximately 100
- Most frequent CP cell: clkdlybuf4s50_1
- Mean area per synthesized cell: roughly 8.2 µm²
- Synthesis Warnings: 1
- Post-Place Cells: approximately 1,400
- Max-cap viol count: 0
- # DRC: 0
- Post-CTS Setup Bufs: 0
- Delay-heaviest family, CP: buffers and inverters
- Startpoint Class: primary input
- Skew final: about 0.010 ns
- Clock power share: 11.2%
- CP Capture Type: primary output
- Setup ws final: around 5 ns
- Max clock buf depth: 2
- Clock slew at reported path FFs: ~0.080 ns
- DP Worst Slack: 5.02 ns
- Max stage delay on crit path: 0.51 ns
- Hpwl dp: ~17 mm
- Vias: about 8,000
- Layout area overhead: 14.1%
- Layout Cells excl Fill: about 1,400
- Hold Buf Count CTS: 0
- WHS: 0.486 ns
- Crit path DRT: 9.12 ns
- Insertion delay at the late pin of the worst-skew pair: 0.37 ns
- Cell area after placement: 9850 µm²
- P per Cell Area: 286 nW/µm²
- Main flop type: dfrtp_1
- Final ANT Viol Nets: 0
- Global-route wire length before repair: 39.7 mm
- Die width: 151 µm
- Seq/Total Area, Yosys: 29.2%
- Starting DRC count in detailed routing: ~470
- Actual slew at the worst max-slew pin: 0.927 ns
- Post-route minimum period: roughly 6.4 ns
- Num Clock Sinks: 104
- Tcrit/Tclk final: 56.2%
- Largest net degree at the start of global routing: 64
- Max FFs per register: 64
- Final Core Density: a little under half
- Hold Crit Class: reg2reg
- Die height: 151 µm
- Switching share of power: 48.0%
- Yosys top cell area share: 29.2%
==> cell type report <==
type,instances,area [µm²]
Tap cell,280,350
Sequential cell,104,2600
Clock inverter,7,83.8
Fill cell,2160,11700
Multi-Input combinational cell,832,5620
Inverter,56,213
Timing Repair Buffer,109,1070
Clock buffer,9,225
==> synthesized netlist by cell type (6+ instances only) <==
cell      count
clkbuf_1     51
a21oi_1      74
nor2_1       50
xor2_1       25
buf_1         8
nor2b_1      12
o21bai_1      9
a31oi_1      14
inv_1        56
nand2_1     123
o221ai_1      6
a22oi_1      35
o21ai_1      19
ha_1         65
nand3_1      18
a32o_1       12
o21ai_0     109
mux2i_1      43
dfrtp_1     104
nor3_1       11
nand4_1      16
xnor2_1      27
buf_4        32
and3_1        9
nand2b_1     16
a211o_1      13
o211ai_1     18
a21o_1       18
a211oi_1     13
==> logic make-up (layout without fill, tap and decap cells) <==
kind of cell	count (synthesis)	count (layout)	share of synthesized area (%)
XOR/XNOR	52	52	5.12
AND/OR/NAND/NOR	276	276	14.3
buffers and inverters	152	181	7.83
adder cells (fa/ha/maj)	67	67	9.59
AND-OR/OR-AND	388	388	28.3
flip-flops	104	104	29.2
multiplexers	49	49	5.64
==> power by group through the flow <==
stage | Combinational (mW) | Sequential (mW) | Clock [mW]
CTS | 1.86 | 0.717 | 0.338
global route | 2.10 | 0.744 | 0.348
finish | 1.86 | 0.716 | 0.326
==> worst reg2reg max path, cell delays in order (launching register included) <==
cell	delay, ns
dfrtp_1	0.41
inv_1	0.10
ha_1	0.22
fa_1	0.37
and2b_1	0.24
o2111ai_1	0.15
a21boi_2	0.25
a211oi_1	0.11
or2_1	0.31
o31a_2	0.50
buf_4	0.32
o311a_1	0.42
a211oi_1	0.17
==> path summary, 6_finish.rpt <==
check                                            start                           to  cells after the start
setup / recovery                                 Start                         Busy                      5
hold / removal             Operand_reg[24]$_DFFE_PP0P_  Operand_reg[24]$_DFFE_PP0P_                      2
setup reg to reg              temp_sum[32]$_DFFE_PP0N_     temp_sum[57]$_DFFE_PP0N_                     12
hold reg to reg            Operand_reg[24]$_DFFE_PP0P_  Operand_reg[24]$_DFFE_PP0P_                      2
max in group asynchronous                        RESET     temp_sum[53]$_DFFE_PP0N_                      3
min in group asynchronous                        RESET   Operand_reg[1]$_DFFE_PP0P_                      2
==> per-layer routing <==
| metal | vias up | track usage, % | wire length [µm] |
|---|---|---|---|
| met1 | 3841 | 35.7 | 11900 |
| met4 | 0 | 2.10 | 248 |
| met5 | - | 0 | 0 |
| li1 | 3999 | - | - |
| met2 | 201 | 34.4 | 10600 |
| met3 | 19 | 3.59 | 1470 |
Power figures rest on the tool's default switching activity, not on a simulated workload.
